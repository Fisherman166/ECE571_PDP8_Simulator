<file path="design/flow/config.mk">
export PLATFORM = sky130hd
export DESIGN_NAME = Divide
export DESIGN_NICKNAME = Divide
export VERILOG_FILES = /design/flow/design.v
export SDC_FILE = /design/flow/constraint.sdc
export NUM_CORES = 4
export LEC_CHECK = 1
export CORE_UTILIZATION = 40
</file>
<file path="design/flow/constraint.sdc">
current_design Divide

set clk_period 5.9
set clk_io_pct 0.2

create_clock -name clk0 -period $clk_period [get_ports {clock}]

set non_clock_inputs [all_inputs -no_clocks]
set_input_delay [expr $clk_period * $clk_io_pct] -clock clk0 $non_clock_inputs
set_output_delay [expr $clk_period * $clk_io_pct] -clock clk0 [all_outputs]
</file>
<file path="design/flow/design.v">
module Divide (input  logic        clock     ,
               input  logic [23:0] dividend  ,
               input  logic [11:0] divisor   ,        
               input  logic        start     ,        
               output logic [11:0] quotient  ,
               output logic [11:0] remainder ,
               output logic        link_out  ,
               output logic        finished  
               );      
logic [23:0] regp       ;
logic [11:0] regm       ;
logic        load       ;
logic        shift      ;
logic        sub        ;
logic        dosub      ;
logic [12:0] subtractor ;
int          counter    ;
logic        en_cnt     ;
logic        cntnm1     ;
typedef enum {S0, S1, S2, S3} STATE_TYPE;
STATE_TYPE current_state, next_state;
assign quotient   = regp[11: 0];
assign remainder  = regp[23:12];
assign subtractor = regp[23:11] - {1'b0,regm};
assign dosub      = !subtractor[12];
always_ff @(posedge clock) begin
     if (load == 1) regm <= divisor;
end     
always_ff @(posedge clock) begin
     if (load == 1) regp <= dividend;
     else if (shift == 1) begin
          if (regp[23] == 1) link_out <= 1;
          else link_out <= 0;
          regp <= {regp[22:0],1'b0};
          end
     else if (sub == 1) regp <= {subtractor[11:0],regp[10:0],1'b1}; 
end
always_ff @(posedge clock) begin
     if (en_cnt == 1) counter <= counter + 1;
     else counter <= 0;
end      
assign cntnm1 = (counter == 11) ? 1 : 0 ;
always_ff @(posedge clock) begin
     current_state <= next_state;
end
always_comb begin
     load     = 0 ;   
     sub      = 0 ;
     shift    = 0 ;
     en_cnt   = 0 ;
     finished = 0 ;
     next_state = current_state;
	case (current_state)
          S0:  begin
               if (start == 1) begin
                    load = 1;
                    next_state = S1;
                    end
               end  
          S1:  begin
               en_cnt = 1;
               if (dosub == 1) sub = 1;
               else shift = 1;
               if (cntnm1 == 1) next_state = S2;     
               end
          S2:  begin
               finished = 1;
               if (start == 0) next_state = S0;
               else next_state = S3;
               end 
          S3:  next_state = S0;
     default: next_state = S0;
	endcase
end
endmodule
</file>
<file path="design/flow/run.sh">
#!/bin/bash
# OpenROAD 26Q1-2900-gdf79404cd8, Yosys 0.63+post, stock flow scripts
make -C /OpenROAD-flow-scripts/flow DESIGN_CONFIG=/design/flow/config.mk WORK_HOME=/design/flow/orfs finish
</file>
==> deck_impl_summary.md <==
Synthesis and Place & Route Summary

Run status
  – Status: complete, no violations

Yosys
  – Syn. warnings: 1
  – Post-synthesis cell area: 3600 µm²
  – Yosys Instances: 371
  – Dominant synthesized flop cell: edfxtp_1
  – Syn Inst Count: 371
  – EDFF count, synth: 39
  – Syn Area/Cell: 9.70 µm²
  – Seq share, synth: 0.503
  – Netlist cell types: 46
  – Biggest area cells: edfxtp_1 (33%), dfxtp_1 (18%), nand2_1 (6.0%), ha_1 (4.5%), nor2_1 (4.3%)
  – Most common cell in the netlist: nand2_1
  – Share of async-settable or async-resettable flops after synthesis: 0
  – Largest area contributor in the netlist: edfxtp_1
  – Top post-synthesis cells by count: nand2_1 (58), nor2_1 (41), edfxtp_1 (39)
  – YS chip area: 3600 µm²
  – Largest type area fraction: 0.325
  – Synth Register Bits: 71

STA
  – Setup TNS: 0 ps
  – Unrepaired setup endpoints after global routing: false
  – Final min period: 3060 ps
  – Final setup fails: 0
  – Setup ws final: 2840 ps
  – Post-route clock period utilization: 0.519
  – Worst-Margin Slew: 502 ps
  – Max-slew violation count: 0
  – Final Hold Violation Tally: 0
  – Fmax: 326 MHz
  – Relative slew slack: 0.665
  – Hold slack: 468 ps
  – Final Skew: 14.5 ps

Global routing
  – GRT busiest layer: met1
  – Overall Global Routing Usage: 0.174
  – Vias in the first global route: 2,681
  – Largest net degree at the start of global routing: 37
  – GR Util met1: 0.274
  – GR Util met3: 0.0353
  – First-pass GRT wire length: 12.8 mm
  – Met2 Use GR: 0.271
  – Grt ovf: 0
  – Initial antenna violation count: 0

Worst setup path
  – FF-to-FF setup slack: 2840 ps
  – Worst-path fanout max: 11
  – Reg2reg start: regp[11]
  – Worst EP arrival: 3140 ps
  – Setup crit start kind: register
  – End of the worst register-to-register path: regp[22]
  – Critical path start-end classification: reg2reg
  – R2R depth: 10
  – Req. time, crit path: 5980 ps
  – Type of destination of the critical path: register

Placement
  – Port bufs: 63
  – Pre-CTS WS: 2640 ps
  – Detailed-placement wirelength estimate: 5.57 mm
  – # placed instances: 536
  – Gpl congestion: 0.840

CTS
  – # hold bufs at CTS: 0
  – Number of clock sinks: 71
  – Total CTS buffers: 9
  – CTS tree: built
  – Setup Fix Bufs, Post-CTS: 0
  – Clock tree buffer depth: 2
  – Post-CTS sizing: 0
  – H-tree Lvls: 3
  – Latency at later pin: 340 ps
  – Clock transition at the registers of the reported paths: 80 ps
  – CTS root buf: clkbuf_8

Floorplanning
  – Chip area: 9380 µm²
  – Core area: 8720 µm²
  – FP Core Util: 0.413
  – Num rows: 34
  – # IOs: 64
  – Die Width: 96.9 µm
  – Die H: 96.9 µm

Pwr
  – Post-route total power: 2100 µW
  – Net Sw Power: 727 µW
  – Pwr dens: 462 nW/µm²
  – Leakage: 0.00168 µW
  – Clk pwr share: 0.175
  – Switching power share of the total: 0.346
  – Max VDD drop: 0.161 mV
  – Cell internal pwr: 1370 µW
  – Comb power frac: 0.430
  – Flop pwr share: 0.395

Route
  – ANT cells: 0
  – # DRC: 0
  – Total wire length: 7.62 mm
  – Vias/cell: 5.05
  – DRT iter0 DRCs: 55
  – Routed vias: 2,785
  – Number of routed nets with antenna violations: 0
  – DR WL/cell: 13.8 µm
  – Drt pass-1 iters: 4

Finish
  – Final cell count without fillers: 552
  – Layout cells sized above 1: 0.0563
  – Synthesis-to-layout area growth: 26.1%
  – FILL cells: 751

Min path
  – Hold path cells: 1
  – Hold/Removal Path Class: reg2reg
  – Hold endpoint: counter[0]
  – Hold path start: counter[0]

Job
  – Max-cap violations: 0
  – Log Warnings: 25
how the worst max path moves through the flow:
stage	startpoint	end	slack (ps)	cells after the start
CTS	regp[11]	regp[22]	2820	10
finish	regp[11]	regp[22]	2840	10
global route	regp[11]	regp[17]	2580	10
cells in the final DEF (no fill, tap or decap), types with 12 or more instances in the layout:
| master | n |
|---|---|
| a21oi_1 | 13 |
| clkdlybuf4s50_1 | 63 |
| dfxtp_1 | 32 |
| edfxtp_1 | 39 |
| ha_1 | 13 |
| inv_1 | 17 |
| nand2_1 | 58 |
| nand4_1 | 12 |
| nor2_1 | 41 |
| o21ai_0 | 15 |
| xnor2_1 | 14 |
| xor2_1 | 17 |
flip-flops by register name, summed over array words and instances (netlist names):
register,cells
counter,32
regp,24
regm,12
current_state,2
link_out,1
power by group through the flow:
| stage | Combinational (µW) | Clock, µW | Sequential (µW) |
|---|---|---|---|
| after global routing | 1030 | 402 | 849 |
| final | 903 | 367 | 828 |
| after CTS | 909 | 378 | 831 |
final cells by class:
type / instances / area, µm² / share of cell area
tap: 108 / 135 / 0.0298
clock inverter: 5 / 50.0 / 0.0110
multi-input combinational: 272 / 1680 / 0.371
sequential: 71 / 1810 / 0.399
timing repair buffer: 67 / 661 / 0.146
clock buffer: 11 / 131 / 0.0289
inverter: 18 / 67.6 / 0.0149
layer usage:
layer	up-vias	wire length, µm
li1	1463	-
met1	1270	3640
met5	-	0
met4	0	83
met2	44	3620
met3	8	279
metrics by stage:
stage | instance area (µm²) | util
floorplan | 3600 | -
global placement | 4360 | 0.500
detailed placement | 4360 | 0.500
CTS | 4540 | 0.521
global route | 4540 | 0.521
finish | 4540 | 0.521
critical path, stage by stage (launching register included):
cell and delay, ps:
edfxtp_1 450, inv_1 90, ha_1 160, inv_1 50, fa_1 440, a211oi_1 370, nor4b_1 110, a211oi_1 330
mux2i_1 260, or2_1 400, o21ai_0 160
cells by family (layout without fill, tap and decap cells):
family                   count (synthesis)  after routing  share of synthesized area
AND/OR/NAND/NOR                        166            166                      0.234
AND-OR/OR-AND                           60             60                      0.105
flip-flops                              71             71                      0.503
XOR/XNOR                                31             31                     0.0754
multiplexers                             1              1                    0.00278
adder cells (fa/ha/maj)                 14             14                     0.0507
buffers and inverters                   28            101                     0.0292
Power and IR drop assume default switching activity.
