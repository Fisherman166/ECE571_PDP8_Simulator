<file path="/design/flow/config.mk">
export PLATFORM = sky130hd
export DESIGN_NAME = Multiply
export DESIGN_NICKNAME = Multiply
export VERILOG_FILES = /design/flow/design.v
export SDC_FILE = /design/flow/constraint.sdc
export NUM_CORES = 4
export LEC_CHECK = 1
export CORE_UTILIZATION = 40
</file>
<file path="/design/flow/constraint.sdc">
current_design Multiply

set clk_period 4.9
set clk_io_pct 0.2

create_clock -name clk0 -period $clk_period [get_ports {clock}]

set non_clock_inputs [all_inputs -no_clocks]
set_input_delay [expr $clk_period * $clk_io_pct] -clock clk0 $non_clock_inputs
set_output_delay [expr $clk_period * $clk_io_pct] -clock clk0 [all_outputs]
</file>
<file path="/design/flow/design.v">
module Multiply    (input  logic        clock        ,
                    input  logic [11:0] multiplier   ,
                    input  logic [11:0] multiplicand ,          
                    input  logic        start        ,          
                    output logic [23:0] product      , 
                    output logic        finished     
                    );      
logic [23:0] regp   ;
logic [11:0] regm   ;
logic        load   ;
logic        shift  ;
logic        add    ;
logic        doadd  ;
logic [12:0] adder  ;
int          counter;
logic        en_cnt ;
logic        cntnm1 ;
typedef enum {S0, S1, S2, S3} STATE_TYPE;
STATE_TYPE current_state, next_state;
assign product = regp;
assign adder = {1'b0,regp[23:12]} + {1'b0,regm};
assign doadd = regp[0];
always_ff @(posedge clock) begin
     if (load == 1) regm <= multiplier;
end     
always_ff @(posedge clock) begin
     if (load == 1) regp <= multiplicand;
     else if (shift == 1) regp <= regp[23:1];
     else if (add == 1) regp <= {adder,regp[11:1]};
end
always_ff @(posedge clock) begin
     if (en_cnt == 1) counter <= counter + 1;
     else counter <= 0; 
end      
assign cntnm1 = (counter == 11) ? 1 : 0 ;
always_ff @(posedge clock) begin
     current_state <= next_state;
end
always_comb begin
     load     = 0 ;   
     add      = 0 ;
     shift    = 0 ;
     en_cnt   = 0 ;
     finished = 0 ;
     next_state = current_state;
	case (current_state)
		S0:  begin
               if (start == 1) begin 
                    load = 1;
                    next_state = S1;
                    end
               end
		S1:  begin
               en_cnt = 1;
               if (doadd == 1) add = 1;
               else shift = 1;
               if (cntnm1 == 1) next_state = S2;     
               end
		S2:  begin
               finished = 1;
               if (start == 0) next_state = S0;
               else next_state = S3;
               end
		S3:  next_state = S0;
     default:  next_state = S0;
	endcase
end
endmodule
</file>
<file path="/design/flow/run.sh">
#!/bin/bash
# OpenROAD 26Q1-2900-gdf79404cd8, Yosys 0.63+post, stock flow scripts
make -C /OpenROAD-flow-scripts/flow DESIGN_CONFIG=/design/flow/config.mk WORK_HOME=/design/flow/orfs finish
</file>
==> results.txt <==
Numbers from the implementation run.

The run finished with clean final reports. The endpoint arrival time on the critical path is 3.09 ns. The highest cell delay on the worst timing path is 0.49 ns. The critical path in the final layout is reported with a setup slack of 2.046 ns. The detail route stage leaves a number of antenna-violating nets equal to 0. The cell resize tally after clock tree synthesis is 0.

The chip occupies 9849 µm². Of the post-synthesis cell area, the dominant cell type holds 0.2329. The share of total power dissipated in combinational logic is 0.424. The timing report shows that the slowest cell on the worst path is clkdlybuf4s50_1. The routed wire length per instance is 14.58 µm. The DRC violation count after routing is 0. The wire length reported by the detailed router is 8371 µm. The number of detailed-route iterations in the first pass is 4. Ranked by instance count, the synthesized netlist is headed by nand2_1 (56), dfxtp_1 (44), a21oi_1 (27). After floorplanning, the core was divided into 35 placement rows.

Detailed placement ended at an HPWL of 5833 µm. The share of total power dissipated in sequential elements is 0.392. The core footprint is 9196 µm². In this run the power density over the cells is 525.4 nW/µm². In the global route stage, overall resource usage came out at 0.1831.

Counting the warning lines in the Yosys log gives 1. In this run the number of H-tree levels came out at 3. The global routing report lists met2 layer usage as 0.3002. The setup TNS after final layout is 0 ns. The global routing's busiest layer is met2.

The report counts max-capacitance violations totalling 0. The number of design-rule violations left by the first detailed-router iteration is 147. The main area contributors are dfxtp_1 (23%), edfxtp_1 (21%), nand2_1 (5.6%), ha_1 (4.3%), a21oi_1 (3.6%). The number of sinks handled by clock tree synthesis is 70. Entering global routing, the biggest net connects 35 pins. The switching component of the power is 0.8757 mW.

Yosys reported that registers with async set or reset make up 0. According to the I/O placement log, the pin count is 51. The post-synth tally of flip-flops with integrated enable is 26.

Across all stage logs, warnings added up to 25. Based on the critical path, the design can be clocked at up to 0.3504 GHz. The power report lists cell-internal power as 1.497 mW.

The global placement routability congestion is 0.8181. For this design, the CTS-stage hold fixing added 0 buffers. The final max-slew violation count recorded for this run is 0.

The critical path in this run is classified as primary input to register. The net switching fraction of the power is 0.3691. The antenna diode instance count is 0. The die span in y is 99.24 µm. Summed over all cells, the static leakage comes to 1.645 nW.

The ratio of cells with drive above 1 in the final layout is 0.05832. The sum of buffers and inverters on the critical path is 3. Setup repair after global routing left no endpoint under its margin.

The last timing report of the flow puts the setup violation total at 0. Per the TritonCTS log, the buffer count is 9. The number of cells reported by Yosys stat comes to 414. The gate family responsible for the most delay along the worst path is buffers and inverters. At the floorplan stage, the core utilization is reported as 0.4113. The layout overhead on the synthesized area is 19.38%.

The synthesized cell area is 3782 µm². The buffer_ports step reported a buffer count of 50. The maximum ir drop on the vdd rail is 0.2257 mV. The routed design shows a via density per instance of 5.592. The critical path goes through clkdlybuf4s50_1 -> nor2b_1 -> nand2b_1 -> inv_1 -> buf_4 -> o211ai_1 -> or3_1.

Across all checked pins, the minimum headroom to the slew limit is 0.3877. In this run the deepest clock path goes through 2 buffers. By instance count, the leading cell after synthesis is nand2_1. The total overflow reported by the global router is 0. For reference, the clock transition at the flip-flops on the worst setup and hold paths is 0.08 ns.

For reference, the final report shows the hold violation count at 0. The path type of the worst min-delay path is register to register. The largest fanout on the critical path is 32. The insertion delay at the late pin of the worst-skew pair is 0.34 ns. In this run the cell area measured after placement is 4329 µm². In the synthesis report, Yosys lists the chip area as 3782 µm². The number of antenna violations at the first check in global routing was 0.

A synthesized cell averages 9.136 µm². Setup slack on the worst reg-to-reg path comes out at 2.32 ns. STA classifies the critical path startpoint as a primary input.

The gate-level netlist out of Yosys references 57 unique cell types. The routed design could run at a clock period as short as 2.854 ns. The first-pass GRT wire length is 14190 µm.

Across the routed clock network, the largest skew measured is 0.01318 ns. The x dimension of the die is 99.24 µm. For this run, global-route usage on met3 was measured as 0.02645.

Per the post-place timing report, worst setup slack is 1.640 ns. The portion of the clock cycle consumed by the worst path in the final layout is 0.5825. The critical path endpoint has a required time of 5.14 ns.

Per the synthesis report, the dominant area consumer among library cells is dfxtp_1. The setup fix buffers added after clock tree synthesis is 0. The number of flip-flops and latches in the synthesized netlist is 70. On met1, the global router reports a usage of 0.2762.

The cell at the root of the clock tree is clkbuf_8. Across all layers, the routed design uses 3210 vias. For the completed layout, the total cell area is recorded as 4516 µm². The kind of end point of the critical path is a register.

The number of standard cells after synthesis is 414. The part of the total power dissipated in the clock network is 0.184. The actual transition at the worst max-transition pin is 0.9100 ns.

The sequential element share of the synthesized area is 0.4393. TritonCTS built the clock tree. The synthesis report names the predominant flop master as dfxtp_1. The via count of the first global-routing pass was 2994.
==> sequential cells by signal (all words and copies together), names as in the netlist <==
signal,flops
counter,32
current_state,2
regm,12
regp,24
==> cells in the final DEF, fill, tap and decap left out, types with 3 or more instances in the layout <==
| master | Yosys | final |
|---|---|---|
| clkbuf_8 | 3 | 10 |
| or3_1 | 8 | 8 |
| nand4_1 | 13 | 13 |
| nand2_1 | 56 | 56 |
| o311ai_1 | 3 | 3 |
| or4_1 | 5 | 5 |
| buf_4 | 1 | 4 |
| o31ai_1 | 5 | 5 |
| nor2b_1 | 5 | 5 |
| inv_1 | 10 | 10 |
| o21ai_0 | 18 | 18 |
| and4_1 | 3 | 3 |
| nor4_1 | 11 | 11 |
| dfxtp_1 | 44 | 44 |
| edfxtp_1 | 26 | 26 |
| nand2b_1 | 10 | 10 |
| nor3b_1 | 3 | 3 |
| o211ai_1 | 4 | 4 |
| nand3_1 | 24 | 24 |
| a21o_1 | 4 | 4 |
| mux2i_1 | 7 | 7 |
| xnor2_1 | 4 | 4 |
| mux2_2 | 3 | 3 |
| xor2_1 | 8 | 8 |
| clkdlybuf4s50_1 | 0 | 50 |
| a31oi_1 | 3 | 3 |
| a21oi_1 | 27 | 27 |
| nor3_1 | 9 | 9 |
| nor2_1 | 23 | 23 |
| o41ai_1 | 3 | 3 |
| and3_1 | 4 | 4 |
| ha_1 | 13 | 13 |
| and4_2 | 3 | 3 |
| a211oi_1 | 10 | 10 |
==> power groups by stage <==
stage | Clock [mW] | Sequential, mW | Combinational (mW)
6_report | 0.436 | 0.931 | 1.01
4_1_cts | 0.451 | 0.933 | 1.01
5_1_grt | 0.472 | 0.957 | 1.13
==> metrics by stage <==
| step | cells | util | hold slack, ns | power [mW] |
|---|---|---|---|---|
| 2_1_floorplan | 414 | - | 0.4261 | 1.555 |
| 3_3_place_gp | 558 | 0.4707 | 0.4470 | 1.938 |
| 3_5_place_dp | 558 | 0.4707 | 0.4573 | 1.949 |
| 4_1_cts | 574 | 0.4910 | 0.4741 | 2.398 |
| 5_1_grt | 574 | 0.4910 | 0.5100 | 2.562 |
| 6_report | 574 | 0.4910 | 0.4706 | 2.373 |
==> area by class of cell <==
cell class | instances | area, µm²
multi-input cells | 313 | 1961
clock buffers | 13 | 170.2
fillers | 877 | 4681
clock inverters | 3 | 16.27
flip-flops and latches | 70 | 1662
inverters | 10 | 37.54
repair buffers | 54 | 530.5
well taps | 111 | 138.9
==> layer usage <==
layer | wire [µm] | part of all wire
met1 | 3954 | 0.47
met2 | 3997 | 0.48
met3 | 317 | 0.038
met5 | 0 | 0
met4 | 102 | 0.012
==> cell families after synthesis <==
| group | Yosys count | synth area share |
|---|---|---|
| adders and majority gates | 14 | 0.04830 |
| muxes | 10 | 0.02746 |
| xor gates and xnor gates | 12 | 0.02779 |
| buffers and inverters | 31 | 0.04234 |
| and+or+nand+nor | 189 | 0.2653 |
| AOI/OAI and AO/OA | 88 | 0.1495 |
| DFF | 70 | 0.4393 |
==> path summary, 6_finish.rpt <==
kind,start,endpoint,depth (start not counted)
setup / recovery,start,regp[21]$_SDFFE_PP0P_,7
hold / removal,counter[0]$_SDFF_PP0_,counter[0]$_SDFF_PP0_,1
setup reg to reg,regm[0]$_DFFE_PP_,regp[21]$_SDFFE_PP0P_,6
hold reg to reg,counter[0]$_SDFF_PP0_,counter[0]$_SDFF_PP0_,1
Power and IR drop assume default switching activity.
